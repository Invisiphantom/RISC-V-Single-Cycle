==> flow/design.v <==
module PCNext (
    input [31:0] PCaddress,
    input [31:0] PCincre,
    input Halt,
    input Cnd,      
    input Jump,     
    input JumpReg,  
    input [31:0] imm,
    input [31:0] aluResult,
    output reg [31:0] PCnext
);
    always @(*) begin
        if (JumpReg == 1'b1) PCnext <= aluResult;  
        else if (Jump | Cnd == 1'b1) PCnext <= PCaddress + imm;  
        else if (Halt == 1'b1) PCnext <= PCaddress;  
        else PCnext <= PCincre;  
    end
endmodule
==> flow/run.sh <==
#!/bin/bash
# OpenROAD 26Q1-2900-gdf79404cd8, Yosys 0.63+post, stock flow scripts
make -C /OpenROAD-flow-scripts/flow DESIGN_CONFIG=/design/flow/config.mk WORK_HOME=/design/flow/orfs finish
==> flow/config.mk <==
export PLATFORM = sky130hd
export DESIGN_NAME = PCNext
export DESIGN_NICKNAME = PCNext
export VERILOG_FILES = /design/flow/design.v
export SDC_FILE = /design/flow/constraint.sdc
export NUM_CORES = 4
export LEC_CHECK = 1
export CORE_AREA = 10 10 116 116
export DIE_AREA = 0 0 126 126
==> flow/constraint.sdc <==
current_design PCNext

set clk_period 16.7
set clk_io_pct 0.2

create_clock -name clk0 -period $clk_period

set non_clock_inputs [all_inputs -no_clocks]
set_input_delay [expr $clk_period * $clk_io_pct] -clock clk0 $non_clock_inputs
set_output_delay [expr $clk_period * $clk_io_pct] -clock clk0 [all_outputs]
==> impl_metrics.json <==
{
  "grt_max_degree": 57,
  "antenna_found_initial": 0,
  "tightest_slew_ps": 764,
  "rsz0062_at_grt": "false",
  "die_w_um": 126,
  "warning_count": 32,
  "path_class": "in2out",
  "synth.area.mux_share": 0.110,
  "flops": 0,
  "fp_util": 0.235,
  "hold_violations": 0,
  "critPathCaptureType": "output port",
  "ys_sh_xor": 0.0886,
  "synthTopLogicFamily": "AND-OR/OR-AND gates",
  "final_core_util": 0.396,
  "ys_area_um2": 2570,
  "maxCapViolations": 0,
  "final_cells": 662,
  "num_io_pins": 164,
  "syn_to_final_growth_pct": 68.6,
  "io_buffers": 164,
  "cts_resized": 0,
  "dieArea_um2": 15900,
  "final.min_clock_period_ps": 10130,
  "gr-usage-all-layers": 0.128,
  "fa_ha_area_frac": 0.159,
  "yosys.cell_types.count": 60,
  "post-dp-hpwl_um": 9060,
  "total_power_uw": 146,
  "nClkBuffers": 0,
  "postSynthSeqShare": 0,
  "wl_um": 10900,
  "ys_sh_aoi": 0.398,
  "grt_overflow_total": 0,
  "start_kind": "input pin",
  "hp-start": "aluResult[6]",
  "setup.worst_path.start": "PCaddress[0]",
  "p_leak_nw": 1.78,
  "via_per_inst": 4.94,
  "relSlewSlack": 0.491,
  "grt_pass1_wl_um": 17200,
  "drc": 0,
  "setup-tns-final_ps": 0,
  "detail_route.antenna_diodes": 0,
  "syn_area_um2": 2570,
  "yosysCellCount": 373,
  "final-seq-area_um2": 0,
  "p_per_area_nw_per_um2": 33.7,
  "place_congestion": 0.871,
  "maxSlewViolCount": 0,
  "postRouteAntennaNets": 0,
  "setup_viol": 0,
  "synth.cellmix.simpleShare": 0.193,
  "synth.avg_cell_area_um2": 6.89,
  "core-area_um2": 10900,
  "placed_cells": 662,
  "wire_per_inst_um": 16.5,
  "fin_crit_sh": 0.606,
  "ir_drop_v": 0.0000122,
  "max_clock_freq_mhz": 98.8,
  "grt_pass1_vias": 3239,
  "hold_path.class": "in2out",
  "arrival_ps": 6790,
  "drt_iter0_markers": 126,
  "cts_hold_buf": 0,
  "status": "finished clean",
  "dr.pass1.iters": 4,
  "drive_gt1_frac": 0.0460,
  "rows": 38,
  "dr_total_vias": 3267,
  "cp.required_ps": 13360,
  "crit_path_max_fanout": 4,
  "synth_warnings": 1,
  "cts_setup_buffers": 0,
  "syn_inst": 373,
  "fp.dieH_um": 126
}
==> metrics by stage <==
| stage | hold slack (ps) | cell area [µm²] | setup slack, ps |
|---|---|---|---|
| after CTS | 7590 | 4330 | 6520 |
| after floorplan | 6740 | 2570 | 7860 |
| after global routing | 7610 | 4330 | 6270 |
| final | 7580 | 4330 | 6570 |
| after detailed placement | 7580 | 4330 | 6530 |
| after global placement | 7590 | 4330 | 6570 |
==> Yosys cell counts, types with 7 or more instances <==
| master | n | area share |
|---|---|---|
| ha_1 | 31 | 0.15 |
| nor2_1 | 27 | 0.039 |
| a21o_1 | 12 | 0.035 |
| xor2_1 | 11 | 0.037 |
| inv_1 | 17 | 0.025 |
| xnor2_1 | 15 | 0.051 |
| a21oi_1 | 44 | 0.086 |
| nand2b_1 | 7 | 0.017 |
| o21ai_0 | 25 | 0.049 |
| a211oi_1 | 11 | 0.032 |
| clkbuf_1 | 12 | 0.018 |
| nand2_1 | 32 | 0.047 |
| nand3_1 | 7 | 0.014 |
| mux2i_1 | 26 | 0.10 |
==> final cells by class <==
cell class                      count  area [µm²]
Inverter                           17        63.8
Timing Repair Buffer              167        1650
Tap cell                          140         175
Multi-Input combinational cell    338        2440
Fill cell                        1136        6600
==> metal layers <==
layer | up-vias | track usage | part of all wire
met3 | 2 | 0.0251 | 0.057
met1 | 1458 | 0.169 | 0.47
li1 | 1711 | - | -
met2 | 96 | 0.220 | 0.47
met4 | 0 | 0.00469 | 0.0037
met5 | - | 0 | 0
==> report_power, final <==
| group | total [mW] | internal [mW] | leakage (nW) | switching, mW |
|---|---|---|---|---|
| Combinational | 0.146 | 0.0840 | 1.78 | 0.0618 |
| Sequential | 0 | 0 | 0 | 0 |
| Clock | 0 | 0 | 0 | 0 |
==> logic make-up (layout without fill, tap and decap cells) <==
family | after synthesis | count (layout)
AOI/OAI and AO/OA | 149 | 149
muxes | 28 | 28
xor gates and xnor gates | 26 | 26
adders and majority gates | 32 | 32
buffers and inverters | 35 | 184
and+or+nand+nor | 103 | 103
==> cells in the final DEF (no fill, tap or decap), drive strengths merged, types with 2 or more instances in the layout <==
cell type      instances
buf                    5
ha                    31
o311a                  3
o21a                   5
a211o                  2
o211ai                 4
xnor2                 15
mux2i                 26
a21boi                 2
a211oi                11
o21ai                 32
xor2                  11
a21o                  12
nor2b                  5
clkdlybuf4s50        162
a2bb2oi                3
nor4                   2
nor2                  29
a21oi                 45
nand2b                 7
a222oi                 2
a41oi                  3
inv                   17
o21bai                 3
or3                    3
nand3                  7
a221o                  3
mux2                   2
o41ai                  2
nor3                   5
nand2                 32
nand4                  5
a31oi                  5
o31ai                  3
and3                   2
and2                   3
==> critical path, cell delays in order <==
cell	delay [ps]
clkdlybuf4s50_1	430
ha_1	240
fa_1	410
a21oi_1	250
o22ai_2	150
nor4_2	320
o21ai_2	150
a31oi_1	250
o21bai_1	210
o21ai_1	110
xnor2_1	130
a221oi_1	280
clkdlybuf4s50_1	520
==> final timing paths <==
check,end,slack [ps],cells past startpoint
worst max-delay path,PCnext[22],6570,13
worst min-delay path,PCnext[6],7580,4
Power and IR drop assume default switching activity.
