==> flow/design.v <==
module Regs #(
    parameter STACK_ADDR = 32'h700   
) (
    input         clk,
    input         RegWrite,
    input  [ 4:0] readReg1,
    input  [ 4:0] readReg2,
    input  [ 4:0] writeReg,
    input  [31:0] writeData_R,
    output [31:0] readData1_R,
    output [31:0] readData2_R,
    output [31:0] x0,
    output [31:0] ra,
    output [31:0] sp,
    output [31:0] gp,
    output [31:0] tp,
    output [31:0] t0,
    output [31:0] t1,
    output [31:0] t2,
    output [31:0] s0,
    output [31:0] s1,
    output [31:0] a0,
    output [31:0] a1,
    output [31:0] a2,
    output [31:0] a3,
    output [31:0] a4,
    output [31:0] a5,
    output [31:0] a6,
    output [31:0] a7
);
    integer i;
    reg [31:0] Register[0:31];
    initial begin
        for (i = 0; i < 32; i = i + 1) Register[i] <= {32{1'b0}};
        Register[2] <= STACK_ADDR;
    end
    always @(posedge clk) begin
        if (RegWrite && (writeReg != 5'b00000)) Register[writeReg] <= writeData_R;
    end
    assign readData1_R = Register[readReg1];
    assign readData2_R = Register[readReg2];
    assign x0 = Register[0];
    assign ra = Register[1];
    assign sp = Register[2];
    assign gp = Register[3];
    assign tp = Register[4];
    assign t0 = Register[5];
    assign t1 = Register[6];
    assign t2 = Register[7];
    assign s0 = Register[8];
    assign s1 = Register[9];
    assign a0 = Register[10];
    assign a1 = Register[11];
    assign a2 = Register[12];
    assign a3 = Register[13];
    assign a4 = Register[14];
    assign a5 = Register[15];
    assign a6 = Register[16];
    assign a7 = Register[17];
endmodule
==> flow/run.sh <==
#!/bin/bash
# OpenROAD 26Q1-2900-gdf79404cd8, Yosys 0.63+post, stock flow scripts
make -C /OpenROAD-flow-scripts/flow DESIGN_CONFIG=/design/flow/config.mk WORK_HOME=/design/flow/orfs finish
==> flow/config.mk <==
export PLATFORM = sky130hd
export DESIGN_NAME = Regs
export DESIGN_NICKNAME = Regs
export VERILOG_FILES = /design/flow/design.v
export SDC_FILE = /design/flow/constraint.sdc
export NUM_CORES = 4
export LEC_CHECK = 1
export CORE_UTILIZATION = 40
==> flow/constraint.sdc <==
current_design Regs

set clk_period 7.0
set clk_io_pct 0.2

create_clock -name clk0 -period $clk_period [get_ports {clk}]

set non_clock_inputs [all_inputs -no_clocks]
set_input_delay [expr $clk_period * $clk_io_pct] -clock clk0 $non_clock_inputs
set_output_delay [expr $clk_period * $clk_io_pct] -clock clk0 [all_outputs]
==> deck_impl_summary.md <==
Synthesis and Place & Route Summary

Synthesis
  – Register area share after synthesis: 63.0%
  – Unique masters post-synth: 24
  – Top cells, area: edfxtp_1 63%, mux2i_1 21%, a22oi_1 3.0%, a22o_1 2.3%, nand3_1 2.0%
  – Yosys warnings: 1
  – Yosys cell count: 3386
  – Post-synth ARST share: 0%
  – Synthesized cell area: 48800 um2
  – Post-synthesis cell count: 3386
  – Dominant flop cell: edfxtp_1
  – Syn_area_per_cell: 14.4 um2
  – Post-synth EDFFs: 1024
  – Cell taking the most area after synthesis: edfxtp_1
  – YS chip area: 48800 um2
  – Max-area cell share: 63.0%
  – Post-synth regs: 1024

STA
  – Hold Vio Cnt, Final: 0
  – Endpoints failing setup: 0
  – Fin. max-slew vios: 0
  – Worst slew pin tran: 1.10 ns
  – Min setup slack post-route: 0.568 ns
  – Fmax: 155 MHz
  – Post-route clock period utilization: 91.9%
  – RSZ-0062 raised after global routing: false
  – Tmin final: 6.43 ns
  – Setup TNS: 0 ns
  – Slew margin rel.: 26.5%

Power
  – PD cells: 227 nW/um2
  – VDD IR max: 227 uV
  – P_leak: 22.6 nW

Finish
  – Top Registers: Register (1024)
  – Register area: 30700 um2
  – Gate Area: 16900 um2
  – Most frequent cells in the layout: 1024 x edfxtp_1, 1024 x mux2i_1, 686 x clkdlybuf4s50_1, 194 x nand3_1, 193 x nand2_1
  – Layout cells sized above 1: 7.93%
  – Area Growth Syn to Fin: 25.8%
  – Largest register FFs: 1024
  – Register name with the most flops: Register
  – Fillers: 10000

Routing
  – # DRC: 0
  – Final WL: 183000 um
  – Via count: 33900
  – Vias per cell: 5.82
  – First drt pass iteration count: 5
  – Post-DRT Antenna Nets: 0
  – Detailed Route Iter0 Violations: 2324
  – Routed WL per cell: 31.5 um

Global routing
  – Pin count of the biggest net entering global routing: 83
  – First-pass GRT wire length: 255000 um
  – GR Overflow Total: 0
  – Total track usage: 31.7%
  – Vias in the first global route: 35100
  – Initial antenna violation count: 11

Placed design
  – I/O Buffers: 688
  – DP Worst Slack: 0.714 ns
  – Dpl hpwl: 117000 um
  – GPL Wtd Cong: 0.916

Clock network
  – Post_cts resized: 0
  – Clock Path Buffers: 3
  – Post-CTS Setup Bufs: 0
  – Clk pin slew, worst setup/hold paths: 0.06 ns
  – Root Buffer: clkbuf_16
  – CTS Buf Count: 114
  – Clock Sinks: 1024
  – Hold-fix buffers at CTS: 0
  – H-tree Lvls: 3
  – CTS tree: built

Worst setup path
  – Startpoint Class: primary input
  – Setup crit end kind: output pin
  – CP required: 5.60 ns
  – Critical path, cell by cell: clkdlybuf4s50_1 > nor2b_4 > buf_4 > a22o_1 > nor3_1 > a31oi_1 > nand3_1 > clkdlybuf4s50_1
  – Buf/Inv on CP: 3
  – Crit path max-delay cell type: nor2b_4
  – Crit Path Max Fanout: 21
  – WP data arrival: 5.03 ns
  – Critical path class: primary input to output pin
  – Most common cell type on the critical path: clkdlybuf4s50_1
  – CP delay by family, top: buffers and inverters
  – Slowest Stage Delay on Critical Path: 0.81 ns

Status
  – Status: complete, no violations

Floorplan
  – FP Core Util: 40.5%
  – Standard-cell rows: 127
  – Core ar.: 120000 um2
  – Die Size: 123000 um2
  – Die width: 351 um
  – Die Height: 351 um
  – IO Count: 689

Min path
  – Hold/Removal Path Class: primary input to flop
  – Hold Path End: Register[4][9]
  – Worst Hold Launch: writeData_R[9]
  – Worst Hold Path Cells: 2

Job
  – Tool warning count: 26
  – Max_cap viols: 0
stage by stage:
stage | area, um2 | power [mW] | hold slack (ns) | util (%) | std cells
3_3_place_gp | 57900 | 8.43 | 2.20 | 48.1 | 5608
5_1_grt | 61400 | 14.3 | 1.55 | 50.9 | 5815
3_5_place_dp | 57900 | 8.44 | 2.20 | 48.1 | 5608
4_1_cts | 61300 | 14.0 | 1.50 | 50.9 | 5811
2_1_floorplan | 48900 | 7.71 | 1.50 | - | 3417
6_report | 61400 | 13.9 | 1.54 | 51.0 | 5822
worst max path at each step:
| stage | slack [ns] | start | cells past startpoint | end |
|---|---|---|---|---|
| 6_report | 0.57 | readReg1[0] | 8 | readData1_R[23] |
| 5_1_grt | 0.51 | readReg1[0] | 8 | readData1_R[23] |
| 4_1_cts | 0.71 | readReg1[0] | 8 | readData1_R[23] |
layout make-up:
| cell class | instances | area share, % |
|---|---|---|
| Timing Repair Buffer | 832 | 13.5 |
| Multi-Input combinational cell | 2140 | 27.5 |
| Antenna cell | 11 | 0.0449 |
| Clock inverter | 57 | 0.663 |
| Tap cell | 1612 | 3.29 |
| Sequential cell | 1024 | 50.1 |
| Clock buffer | 146 | 4.88 |
power breakdown:
part           internal (mW)  switching (mW)
Clock                   3.17            2.42
Sequential              6.84          0.0628
Combinational          0.569           0.854
Total                   10.6            3.34
synthesized netlist by cell type, types with 4 or more instances:
library cell,instances
a22o_1,128
edfxtp_1,1024
a31oi_1,64
buf_4,49
nand3_1,194
nor2b_1,4
nor3_1,64
a22oi_1,192
mux2i_1,1024
buf_2,64
nand2b_1,4
nor2_1,34
buf_6,45
buf_1,10
clkbuf_1,81
a21oi_1,192
nand2_1,195
nand3b_1,5
clkbuf_4,4
layer usage:
metal | up-vias | wire length (um) | GRT usage [%]
met5 | - | 471 | 2.55
met4 | 14 | 5120 | 7.47
met3 | 282 | 30300 | 21.2
met2 | 2054 | 79600 | 43.7
met1 | 16700 | 67900 | 42.9
li1 | 14900 | - | -
logic make-up after synthesis:
kind of cell / Yosys count / share of synthesized area (%)
buf+inv: 253 / 3.21
other cells: 1 / 0.00769
compound gates: 576 / 8.04
flops: 1024 / 63.0
simple gates: 508 / 4.71
mux: 1024 / 21.0
Power figures rest on the tool's default switching activity, not on a simulated workload.
