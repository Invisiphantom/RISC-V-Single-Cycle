===== flow/run.sh =====
#!/bin/bash
# OpenROAD 26Q1-2900-gdf79404cd8, Yosys 0.63+post, stock flow scripts
make -C /OpenROAD-flow-scripts/flow DESIGN_CONFIG=/design/flow/config.mk WORK_HOME=/design/flow/orfs finish

===== flow/config.mk =====
export PLATFORM = sky130hd
export DESIGN_NAME = ALU
export DESIGN_NICKNAME = ALU
export VERILOG_FILES = /design/flow/design.v
export SDC_FILE = /design/flow/constraint.sdc
export NUM_CORES = 4
export LEC_CHECK = 1
export CORE_UTILIZATION = 30

===== flow/constraint.sdc =====
current_design ALU

set clk_period 15.3
set clk_io_pct 0.2

create_clock -name clk0 -period $clk_period

set non_clock_inputs [all_inputs -no_clocks]
set_input_delay [expr $clk_period * $clk_io_pct] -clock clk0 $non_clock_inputs
set_output_delay [expr $clk_period * $clk_io_pct] -clock clk0 [all_outputs]

===== flow/design.v =====
module ALU (
    input      [ 3:0] aluControl,
    input      [31:0] aluA,
    input      [31:0] aluB,
    output reg [31:0] aluResult,
    output            zero,
    output            s_less,
    output            u_less
);
    assign zero   = (aluResult == {32{1'b0}});
    assign s_less = ($signed(aluA) < $signed(aluB));
    assign u_less = (aluA < aluB);
    always @(*) begin
        case (aluControl)
            4'b0010: aluResult <= aluA + aluB;   
            4'b0110: aluResult <= aluA - aluB;   
            4'b0111: aluResult <= aluA ^ aluB;   
            4'b0001: aluResult <= aluA | aluB;   
            4'b0000: aluResult <= aluA & aluB;   
            4'b0011: aluResult <= aluA << aluB[4:0];    
            4'b1000: aluResult <= aluA >> aluB[4:0];    
            4'b1010: aluResult <= aluA >>> aluB[4:0];   
            4'b0100: aluResult <= s_less;   
            4'b0101: aluResult <= u_less;   
            default: aluResult <= {32{1'bx}};
        endcase
    end
endmodule

==> run notes <==
On the backend side, the flow ran end to end.

After synthesis, the cell types taking the most area are ha_1 13%, mux2i_1 6.9%, mux4_2 6.4%. The via count of the first global-routing pass stands at 11000. The sum of overflow across all layers after global routing stands at 0. In this run the static leakage power is 4.40 nW. Looking at the setup timing report, the critical path kind is in -> out. Summed over all failing endpoints, the final setup total negative slack is 0 ns. Counting pins that exceed their max-slew limit in the final report gives 0. On the critical path, the stage with the largest delay is an instance of nor4_1.

The pin count of the biggest net entering global routing stands at 68. The number of buffer and inverter stages on the critical path stands at 4. The iteration tally of the first detailed-router pass stands at 28.

The net switching power in the latest report is 0.000269 W. The full die area stands at 32300 µm². The area reported by Yosys stat stands at 9490 µm². Buffers placed on the I/O ports in this run total 103. The mean number of vias per cell stands at 6.47. The area after detailed placement stands at 10700 µm². The synthesized instance count stands at 1383. The pre-placement core utilization stands at 0.308.

The number of distinct library cells after synthesis stands at 97. The synthesized design spends more area on one cell type than any other, namely ha_1. The cell area that synthesis handed to floorplanning was 9490 µm². The number of max-capacitance violations reported stands at 0. Of the synthesized area, sequential elements account for 0.

The report lists the number of cells resized after CTS as 0. The worst setup path is launched from a primary input. The final report gives the core utilization as 0.346. Per the timing report, the achievable frequency comes out to 0.0833 GHz.

The cell area power density stands at 41.4 nW/µm². Once layout is complete, the cells apart from fillers number 1801. The die extent in y stands at 180 µm. The fraction of layout cells with a size suffix above 1 stands at 0.0883. The count of routing violations after the opening detailed-route iteration stands at 1461. The finished cells cover 10700 µm². According to the floorplan report, the die width is 180 µm. The post-CTS setup buffer count stands at 0.

In this run the number of cells on the critical path is 15. Per STA, the worst path is made up of buf_4, buf_4, mux2i_1, o21ai_0, buf_4, o221ai_1, o21ai_0, o311ai_1, o21ai_0, nor4_1, nand4_1, nand4b_1, or4_1, nor4b_1, clkdlybuf4s50_1. After legalization and detailed placement, the total HPWL measured 39.8 mm. The number of hold buffers added after CTS was 0. The floorplan step defined a core boundary enclosing 30800 µm². The share of the cycle needed by the critical path after routing stands at 0.785. 103 I/O pins were placed. Per the placement report, the placed cell count is 1800. The number of antenna violations at the first check in global routing came to 2. There are 0 flip-flops and latches. The worst-case hold slack stands at 7.16 ns. After layout, the minimum clock period comes to 12.01 ns.

The routed layout has 11600 vias. The share of Yosys cell area claimed by the top area cell type stands at 0.128. After filler insertion, the fill cell instance count of the layout stands at 3298. Switching power as a fraction of the total was reported as 0.610. The count of synthesis-stage warnings from yosys stands at 1. The critical path maximum fanout is 56. The worst-case max-slew headroom was logged as 0.344.

The count of nets left with antenna violations once routing finished came out at 0. The routed design has 50.3 mm of wire. Across all stage logs, warnings added up to 97. The routed wirelength normalized by instance count stands at 27.9 µm. The flow ran to the end, and the final reports show no timing, DRC or antenna violations. The cell internal power dissipation stands at 0.000172 W. The total cells reported by yosys after synthesis stands at 1383. Broken down by cell family, the worst path's largest delay share belongs to simple AND/OR/NAND/NOR gates. In this design, the stage delay of the slowest critical-path cell is 0.78 ns.

The global-route wire length before repair stands at 74.6 mm. STA classifies the critical path endpoint as an output port. The pin slew with the least headroom to its limit stands at 0.974 ns. The layout report lists the combined flip-flop and latch area as 0 µm². Across every metal layer, demand over resource in global routing totals 0.311. The number of instances on the worst hold path stands at 6. The DRC violation total left in the routed layout is recorded as 0.

Clock buffers in the final layout number 0. Setup repair after global routing left no endpoint under its margin. The average instance area after synthesis stands at 6.86 µm². The critical path data arrival time stands at 8.95 ns. The worst hold path belongs to the class in -> out. Per the final timing report, the hold violations number 0. Between the synthesized netlist and the finished layout, the area growth was recorded as 12.5%. According to the floorplan log, the row count is 64. The worst-case vdd ir drop stands at 0.0167 mV. The final weighted congestion of routability-driven global placement stands at 1.05. The required time at the worst-slack endpoint stands at 12.24 ns. Setup violations remaining at the end of the flow were counted as 0.
-- placed cells by master, fill, tap and decap left out, types with 10 or more instances in the layout --
cell type / count
a211oi_1: 29
a21oi_1: 99
mux4_2: 27
a22oi_1: 18
nor2b_1: 11
or2_2: 12
o21ai_0: 61
and3_1: 13
clkdlybuf4s50_1: 99
mux2_2: 27
mux2i_1: 65
a221oi_1: 15
o21a_1: 12
and2_1: 11
nand2b_1: 18
buf_4: 26
o21bai_1: 10
nor2_1: 135
o211ai_1: 27
nand2_1: 126
inv_1: 101
a221o_1: 10
o221ai_1: 11
a21o_1: 20
nand3_1: 34
nand4_1: 11
nor4_1: 17
nor3_1: 35
ha_1: 97
o31ai_1: 18
o22ai_1: 30
-- power by group through the flow --
stage         Combinational, W  Sequential, W  Clock [W]
global route          0.000468              0          0
CTS                   0.000430              0          0
-- area by class of cell --
cell class	instances	area, µm²	area share
Multi-Input combinational cell	1173	8590	0.805
Timing Repair Buffer	127	1200	0.112
Tap cell	396	495	0.0464
Inverter	104	390	0.0366
Antenna cell	1	2.50	0.000234
-- cell families after synthesis --
group | after synthesis | share of synthesized area
AOI/OAI and AO/OA | 471 | 0.352
xor gates and xnor gates | 11 | 0.0102
adders and majority gates | 99 | 0.132
buffers and inverters | 210 | 0.0960
muxes | 123 | 0.171
and+or+nand+nor | 469 | 0.239
-- worst paths after layout --
check	startpoint	to	slack, ns
worst max-delay path	aluB[0]	zero	3.29
worst min-delay path	aluB[2]	aluResult[6]	7.16
-- cells in the mapped netlist, types with 6 or more instances --
| master | instances |
|---|---|
| nor2_1 | 135 |
| nand2_1 | 126 |
| inv_1 | 101 |
| a21oi_1 | 100 |
| ha_1 | 97 |
| mux2i_1 | 65 |
| o21ai_0 | 61 |
| clkbuf_1 | 56 |
| nor3_1 | 35 |
| nand3_1 | 34 |
| o22ai_1 | 30 |
| a211oi_1 | 29 |
| buf_2 | 29 |
| mux2_2 | 27 |
| mux4_2 | 27 |
| o211ai_1 | 27 |
| a21o_1 | 20 |
| a22oi_1 | 18 |
| nand2b_1 | 18 |
| nor4_1 | 18 |
| o31ai_1 | 18 |
| a221oi_1 | 15 |
| and3_1 | 13 |
| o21a_1 | 12 |
| or2_2 | 12 |
| and2_1 | 11 |
| nand4_1 | 11 |
| nor2b_1 | 11 |
| o221ai_1 | 11 |
| a221o_1 | 10 |
| o21bai_1 | 10 |
| a211o_1 | 9 |
| a31oi_1 | 9 |
| or3_1 | 9 |
| o211a_1 | 8 |
| a2111oi_0 | 7 |
| a311oi_1 | 7 |
| buf_6 | 7 |
| or4_1 | 7 |
| xnor2_1 | 7 |
| o2111ai_1 | 6 |
-- routing by layer --
metal	wire length (µm)	GRT usage	share of wire
met1	22700	0.474	0.45
met2	21600	0.464	0.43
met3	4730	0.0464	0.094
met4	1280	0.0659	0.025
met5	0	0	0
-- per-stage QoR --
step | worst slack (ns) | power (W)
2_1_floorplan | 5.44 | 0.000257
3_3_place_gp | 3.32 | 0.000433
3_5_place_dp | 3.35 | 0.000427
4_1_cts | 3.36 | 0.000430
5_1_grt | 2.97 | 0.000468
6_report | 3.29 | 0.000441
Power figures rest on the tool's default switching activity, not on a simulated workload.
